===== flow/design.v =====
module cache (
	input wire clk,   
	input wire rst,   
	input wire [ADDR_BITS-1:0] addr,   
    input wire load,     
	input wire store,   
	input wire edit,   
	input wire invalid,   
    input wire [2:0] u_b_h_w,  
	input wire [31:0] din,   
	output reg hit = 0,   
	output reg [31:0] dout = 0,   
	output reg valid = 0,   
	output reg dirty = 0,   
	output reg [TAG_BITS-1:0] tag = 0   
	);
    localparam 
    ADDR_BITS = 32,
    WORD_BYTES = 4,
    WORD_BYTES_WIDTH = 2,    
    WORD_BITS = (WORD_BYTES * 8),
    ELEMENT_WORDS = 4,
    ELEMENT_WORDS_WIDTH = 2,    
    BLOCK_WIDTH = (ELEMENT_WORDS_WIDTH + WORD_BYTES_WIDTH),    
    ELEMENT_NUM = 64,
    WAYS = 2,
    ELEMENT_INDEX_WIDTH = 6,    
    SET_INDEX_WIDTH = 5,    
    TAG_BITS = (ADDR_BITS - SET_INDEX_WIDTH - BLOCK_WIDTH);   
    wire [31:0] word1, word2;
    wire [15:0] half_word1, half_word2;
    wire [7:0]  byte1, byte2;
    wire recent1, recent2, valid1, valid2, dirty1, dirty2;
    wire [TAG_BITS-1:0] tag1, tag2;
    wire hit1, hit2;
    reg [ELEMENT_NUM-1:0] inner_recent = 0;
    reg [ELEMENT_NUM-1:0] inner_valid = 0;
    reg [ELEMENT_NUM-1:0] inner_dirty = 0;
    reg [TAG_BITS-1:0] inner_tag [0:ELEMENT_NUM-1];
    reg [31:0] inner_data [0:ELEMENT_NUM*ELEMENT_WORDS-1];
    integer i;
    initial begin
        for (i = 0; i < ELEMENT_NUM; i = i + 1)
            inner_tag[i] = 23'b0;
        for (i = 0; i < ELEMENT_NUM*ELEMENT_WORDS; i = i + 1)
            inner_data[i] = 32'b0;
    end
    wire [TAG_BITS-1:0] addr_tag;
    wire [SET_INDEX_WIDTH-1:0] addr_index;      
    wire [ELEMENT_INDEX_WIDTH-1:0] addr_element1; 
    wire [ELEMENT_INDEX_WIDTH-1:0] addr_element2;      
    wire [ELEMENT_INDEX_WIDTH+ELEMENT_WORDS_WIDTH-1:0] addr_word1;
    wire [ELEMENT_INDEX_WIDTH+ELEMENT_WORDS_WIDTH-1:0] addr_word2;  
    assign addr_tag = addr[ADDR_BITS - 1:ADDR_BITS - TAG_BITS];              
    assign addr_index = addr[ADDR_BITS - TAG_BITS - 1:ADDR_BITS - TAG_BITS - SET_INDEX_WIDTH];            
    assign addr_element1 = {addr_index, 1'b0};
    assign addr_element2 = {addr_index, 1'b1};       
    assign addr_word1 = {addr_element1, addr[ELEMENT_WORDS_WIDTH+WORD_BYTES_WIDTH-1:WORD_BYTES_WIDTH]};
    assign addr_word2 = {addr_element2, addr[ELEMENT_WORDS_WIDTH+WORD_BYTES_WIDTH-1:WORD_BYTES_WIDTH]};            
    assign word1 = inner_data[addr_word1];
    assign word2 = inner_data[addr_word2];                 
    assign half_word1 = addr[1] ? word1[31:16] : word1[15:0];
    assign half_word2 = addr[1] ? word2[31:16] : word2[15:0];            
    assign byte1 = addr[1] ?
                    addr[0] ? word1[31:24] : word1[23:16] :
                    addr[0] ? word1[15:8] :  word1[7:0]   ;
    assign byte2 = addr[1:0] == 2'b11 ? word2[31:24] :
                                        (addr[1:0] == 2'b10 ? word2[23:16] : 
                                        (addr[1:0] == 2'b01 ? word2[15:8] :
                                        (addr[1:0] == 2'b00 ? word2[7:0] : word2[31:24])));                 
    assign recent1 = inner_recent[addr_element1];
    assign recent2 = inner_recent[addr_element2];               
    assign valid1 = inner_valid[addr_element1];
    assign valid2 = inner_valid[addr_element2];                
    assign dirty1 = inner_dirty[addr_element1];
    assign dirty2 = inner_dirty[addr_element2];                
    assign tag1 = inner_tag[addr_element1];
    assign tag2 = inner_tag[addr_element2];                  
    assign hit1 = valid1 & (tag1 == addr_tag);
    assign hit2 = valid2 & (tag2 == addr_tag);                  
    always @ (posedge clk) begin
        valid <= recent1 ? valid2 : valid1;                   
        dirty <= recent1 ? dirty2 : dirty1;                   
        tag <= recent1 ? tag2 : tag1;                     
        hit <= hit2 | hit1;                     
        if (load) begin
            if (hit1) begin
                dout <=
                    u_b_h_w[1] ? word1 :
                    u_b_h_w[0] ? {u_b_h_w[2] ? 16'b0 : {16{half_word1[15]}}, half_word1} :
                    {u_b_h_w[2] ? 24'b0 : {24{byte1[7]}}, byte1};
                inner_recent[addr_element1] <= 1'b1;
                inner_recent[addr_element2] <= 1'b0;
            end
            else if (hit2) begin
                dout <=
                    u_b_h_w[1] ? word2 :
                    u_b_h_w[0] ? {u_b_h_w[2] ? 16'b0 : {16{half_word2[15]}}, half_word2} :
                    {u_b_h_w[2] ? 24'b0 : {24{byte2[7]}}, byte2};
                inner_recent[addr_element1] <= 1'b0;
                inner_recent[addr_element2] <= 1'b1;
            end
        end
        else dout <= inner_data[ recent1 ? addr_word2 : addr_word1 ];
        if (edit) begin
            if (hit1) begin
                inner_data[addr_word1] <= 
                    u_b_h_w[1] ?         
                        din
                    :
                        u_b_h_w[0] ?     
                            addr[1] ?        
                                {din[15:0], word1[15:0]} 
                            :
                                {word1[31:16], din[15:0]} 
                        :    
                            addr[1] ?
                                addr[0] ?
                                    {din[7:0], word1[23:0]}    
                                :
                                    {word1[31:24], din[7:0], word1[15:0]}  
                            :
                                addr[0] ?
                                    {word1[31:16], din[7:0], word1[7:0]}    
                                :
                                    {word1[31:8], din[7:0]}  
                ;
                inner_dirty[addr_element1] <= 1'b1;
                inner_recent[addr_element1] <= 1'b1;
                inner_recent[addr_element2] <= 1'b0;
            end
            else if (hit2) begin
                inner_data[addr_word2] <= 
                    u_b_h_w[1] ?          
                        din
                    :
                        u_b_h_w[0] ?     
                            addr[1] ?        
                                {din[15:0], word2[15:0]} 
                            :
                                {word2[31:16], din[15:0]} 
                        :    
                            addr[1] ?
                                addr[0] ?
                                    {din[7:0], word2[23:0]}    
                                :
                                    {word2[31:24], din[7:0], word2[15:0]}  
                            :
                                addr[0] ?
                                    {word2[31:16], din[7:0], word2[7:0]}    
                                :
                                    {word2[31:8], din[7:0]}  
                ;
                inner_dirty[addr_element2] <= 1'b1;
                inner_recent[addr_element2] <= 1'b1;
                inner_recent[addr_element1] <= 1'b0;
            end
        end
        if (store) begin
            if (recent1) begin   
                inner_data[addr_word2] <= din;
                inner_valid[addr_element2] <= 1'b1;
                inner_dirty[addr_element2] <= 1'b0;
                inner_tag[addr_element2] <= addr_tag;
            end else begin
                if (recent2) begin
                    inner_data[addr_word1] <= din;
                    inner_valid[addr_element1] <= 1'b1;
                    inner_dirty[addr_element1] <= 1'b0;
                    inner_tag[addr_element1] <= addr_tag;
                end else begin
                    inner_data[addr_word1] <= din;
                    inner_valid[addr_element1] <= 1'b1;
                    inner_dirty[addr_element1] <= 1'b0;
                    inner_tag[addr_element1] <= addr_tag;
                end
            end
        end
        if (invalid) begin
            inner_recent[addr_element1] <= 1'b0;
            inner_recent[addr_element2] <= 1'b0;
            inner_valid[addr_element1] <= 1'b0;
            inner_valid[addr_element2] <= 1'b0;
            inner_dirty[addr_element1] <= 1'b0;
            inner_dirty[addr_element2] <= 1'b0;
        end
    end
endmodule
module cmu (
		input clk,
		input rst,
		input [31:0] addr_rw,
		input en_r,
		input en_w,
        input [2:0] u_b_h_w,
		input [31:0] data_w,
		output [31:0] data_r,
		output stall,
		output reg mem_cs_o = 0,
		output reg mem_we_o = 0,
		output reg [31:0] mem_addr_o = 0,
		input [31:0] mem_data_i,
		output [31:0] mem_data_o,
		input mem_ack_i,
        output [2:0] cmu_state
	);
    localparam 
    ADDR_BITS = 32,
    WORD_BYTES = 4,
    WORD_BYTES_WIDTH = 2,    
    WORD_BITS = (WORD_BYTES * 8),
    ELEMENT_WORDS = 4,
    ELEMENT_WORDS_WIDTH = 2,    
    BLOCK_WIDTH = (ELEMENT_WORDS_WIDTH + WORD_BYTES_WIDTH),    
    ELEMENT_NUM = 64,
    WAYS = 2,
    ELEMENT_INDEX_WIDTH = 6,    
    SET_INDEX_WIDTH = 5,    
    TAG_BITS = (ADDR_BITS - SET_INDEX_WIDTH - BLOCK_WIDTH);   
    reg [ADDR_BITS-1:0] cache_addr = 0;
    reg cache_load = 0;
    reg cache_store = 0;
    reg cache_edit = 0;
    reg [2:0] cache_u_b_h_w = 0;
    reg [WORD_BITS-1:0] cache_din = 0;
    wire cache_hit;
    wire [WORD_BITS-1:0] cache_dout;
    wire cache_valid;
    wire cache_dirty;
    wire [TAG_BITS-1:0] cache_tag;
    cache CACHE (
        .clk(~clk),
        .rst(rst),
        .addr(cache_addr),
        .load(cache_load),
        .store(cache_store),
        .edit(cache_edit),
        .invalid(1'b0),
        .u_b_h_w(cache_u_b_h_w),
        .din(cache_din),
        .hit(cache_hit),
        .dout(cache_dout),
        .valid(cache_valid),
        .dirty(cache_dirty),
        .tag(cache_tag)
    );
    localparam
        S_IDLE = 0,
        S_PRE_BACK = 1,
        S_BACK = 2,
        S_FILL = 3,
        S_WAIT = 4;
    reg [2:0]state = 0;
    reg [2:0]next_state = 0;
    reg [ELEMENT_WORDS_WIDTH-1:0]word_count = 0;   
    reg [ELEMENT_WORDS_WIDTH-1:0]next_word_count = 0;
    assign cmu_state = state;
    always @ (posedge clk) begin
        if (rst) begin
            state <= S_IDLE;
            word_count <= 2'b00;
        end
        else begin
            state <= next_state;
            word_count <= next_word_count;
        end
    end
    always @ (*) begin
        if (rst) begin
            next_state = S_IDLE;
            next_word_count = 2'b00;
        end
        else begin
            case (state)
                S_IDLE: begin
                    if (en_r || en_w) begin
                        if (cache_hit)
                            next_state = S_IDLE;
                        else if (cache_valid && cache_dirty)
                            next_state = S_PRE_BACK;
                        else
                            next_state = S_FILL;
                    end
                    next_word_count = 2'b00;
                end
                S_PRE_BACK: begin
                    next_state = S_BACK;
                    next_word_count = 2'b00;
                end
                S_BACK: begin
                    if (mem_ack_i && word_count == {ELEMENT_WORDS_WIDTH{1'b1}})     
                        next_state = S_FILL;
                    else
                        next_state = S_BACK;
                    if (mem_ack_i)
                        next_word_count = word_count + 1;
                    else
                        next_word_count = word_count;
                end
                S_FILL: begin
                    if (mem_ack_i && word_count == {ELEMENT_WORDS_WIDTH{1'b1}})
                        next_state = S_WAIT;
                    else
                        next_state = S_FILL;
                    if (mem_ack_i)
                        next_word_count = word_count + 1;
                    else
                        next_word_count = word_count;
                end
                S_WAIT: begin
                    next_state = S_IDLE;
                    next_word_count = 2'b00;
                end
            endcase
        end
    end
    always @ (*) begin
        case(state)
            S_IDLE, S_WAIT: begin
                cache_addr = addr_rw;
                cache_load = en_r;
                cache_edit = en_w;
                cache_store = 1'b0;
                cache_u_b_h_w = u_b_h_w;
                cache_din = data_w;
            end
            S_BACK, S_PRE_BACK: begin
                cache_addr = {addr_rw[ADDR_BITS-1:BLOCK_WIDTH], next_word_count, {ELEMENT_WORDS_WIDTH{1'b0}}};
                cache_load = 1'b0;
                cache_edit = 1'b0;
                cache_store = 1'b0;
                cache_u_b_h_w = 3'b010;
                cache_din = 32'b0;
            end
            S_FILL: begin
                cache_addr = {addr_rw[ADDR_BITS-1:BLOCK_WIDTH], word_count, {ELEMENT_WORDS_WIDTH{1'b0}}};
                cache_load = 1'b0;
                cache_edit = 1'b0;
                cache_store = mem_ack_i;
                cache_u_b_h_w = 3'b010;
                cache_din = mem_data_i;
            end
        endcase
    end
    assign data_r = cache_dout;
    always @ (*) begin
        case (next_state)
            S_IDLE, S_PRE_BACK, S_WAIT: begin
                mem_cs_o = 1'b0;
                mem_we_o = 1'b0;
                mem_addr_o = 32'b0;
            end
            S_BACK: begin
                mem_cs_o = 1'b1;
                mem_we_o = 1'b1;
                mem_addr_o = {cache_tag, addr_rw[ADDR_BITS-TAG_BITS-1:BLOCK_WIDTH], next_word_count, {ELEMENT_WORDS_WIDTH{1'b0}}};
            end
            S_FILL: begin
                mem_cs_o = 1'b1;
                mem_we_o = 1'b0;
                mem_addr_o = {addr_rw[ADDR_BITS-1:BLOCK_WIDTH], next_word_count, {ELEMENT_WORDS_WIDTH{1'b0}}};
            end
        endcase
    end
    assign mem_data_o = cache_dout;
    assign stall = (state==S_IDLE & next_state!=S_IDLE) | (state==S_BACK) | (state==S_FILL) | (state==S_PRE_BACK);
endmodule

===== flow/run.sh =====
#!/bin/bash
# OpenROAD 26Q1-2900-gdf79404cd8, Yosys 0.63+post, stock flow scripts
make -C /OpenROAD-flow-scripts/flow DESIGN_CONFIG=/design/flow/config.mk WORK_HOME=/design/flow/orfs finish

===== flow/config.mk =====
export PLATFORM = sky130hd
export DESIGN_NAME = cmu
export DESIGN_NICKNAME = cmu
export VERILOG_FILES = /design/flow/design.v
export SDC_FILE = /design/flow/constraint.sdc
export NUM_CORES = 4
export LEC_CHECK = 1
export CORE_UTILIZATION = 40
export SYNTH_MEMORY_MAX_BITS = 65536

===== flow/constraint.sdc =====
current_design cmu

set clk_period 31.2
set clk_io_pct 0.2

create_clock -name clk0 -period $clk_period [get_ports {clk}]

set non_clock_inputs [all_inputs -no_clocks]
set_input_delay [expr $clk_period * $clk_io_pct] -clock clk0 $non_clock_inputs
set_output_delay [expr $clk_period * $clk_io_pct] -clock clk0 [all_outputs]

==> results_dict.tcl <==
# implementation run metrics
set metrics [dict create \
    yosys.area.top_type_share_pct 73.2 \
    fp-row-count 367 \
    hold_viol 0 \
    slew-limit-headroom_pct 0.660 \
    cts_post_setup_buffers_inserted 0 \
    critical-path-top-delay-family "buffers and inverters" \
    root_buffer "sky130_fd_sc_hd__clkbuf_16" \
    number_of_global_route_vias_before_repair 275000 \
    summed_negative_setup_slack_over_all_endpoints_ns 0 \
    fp_util_pct 40.1 \
    distinct_cell_type_count_of_the_synthesized_netlist 98 \
    dr.pass1.iters 8 \
    ff_type "sky130_fd_sc_hd__edfxtp_1" \
    post_synth_instance_area_um2 400000 \
    wl_per_cell_um 33.3 \
    critPathKind "reg -> out" \
    end_kind "primary output" \
    unclocked_pins 107 \
    p_leak_nw 198 \
    grt_setup_unrepaired "no" \
    synth.yosys.chip_area_um2 400000 \
    tightestPinTransition_ns 1.49 \
    vias 245000 \
    cts_hold_buffers 0 \
    worst-path-max-fanout 2 \
    cts_buffer_depth 5 \
    drt_iter0_markers 18400 \
    drc 0 \
    fin_worst_skew_ns 0.134 \
    cp.buffers_inverters 1 \
    final_layout_size_suffix_gt1_share_pct 22.0 \
    grt_first_pass_wirelength_mm 2000 \
    cts_htree_levels 7 \
    synth-seq-cells 9994 \
    gr-usage-all-layers_pct 32.5 \
    vdd.ir_drop.worst_uv 51.9 \
    buffers_on_ports 203 \
    routed_wirelength_mm 1470 \
    die_width_mm 1.00 \
    cts-resized-gates 0 \
    tritoncts "done" \
    lay_top_cells "10200 x sky130_fd_sc_hd__inv_1, 9760 x sky130_fd_sc_hd__edfxtp_1, 3226 x sky130_fd_sc_hd__mux4_2" \
    detailedPlacementHpwl_mm 914 \
    yosys_warnings 2 \
    path_clk_slew_ns 0.04 \
    worst-endpoint-required_ns 24.96 \
    power_density_nw_per_um2 65.1 \
    critPathArrivalTime_ns 17.59 \
    yosysTopAreaCell "sky130_fd_sc_hd__edfxtp_1" \
    gp_congestion 1.05 \
    final_layout_top_logic_cell "sky130_fd_sc_hd__inv_1" \
    antenna_violating_nets_post_route 0 \
    floorplan.core_area_um2 998000 \
    grt_max_degree 100 \
    count_of_boundary_i_o_pins 206 \
    total_power_consumption_mw 32.6 \
    worstPathCellList "clkdlybuf4s50_1" \
    synth-cells-yosys 18500 \
    postSynthAreaPerCell_um2 21.6 \
    antenna_found_initial 179 \
    hold_path_class "reg -> reg" \
    timing.critical_path.from_type "flop" \
    enable_flop_cells 9760 \
    cpPeakStageDelay_ns 0.51 \
    final_setup_violating_endpoints 0 \
    drv_slew 0 \
    grt_overflow_total 0 \
    synthesis.instances 18500 \
    design.die.area_um2 1000000 \
    run_status "completed" \
    log.warning_count 1034 \
    critPathSlowestCell "sky130_fd_sc_hd__clkdlybuf4s50_1" \
    unconstrained_endpoints 1611 \
    latency_at_later_pin_ns 1.16 \
    timing.max_cap.violations 0 \
    syn_to_final_growth_pct 25.3 \
    height_of_the_die_mm 1.00 \
    async_reset_ff_share_pct 0 \
    cts_inserted_buffers 1119 \
    area_leaders "sky130_fd_sc_hd__edfxtp_1 73%, sky130_fd_sc_hd__mux4_2 18%, sky130_fd_sc_hd__mux2i_1 1.4%" \
    route.detailed.vias_per_inst 5.51 \
]
-- Yosys cell counts (27+ instances only) --
cell and count:
sky130_fd_sc_hd__nand3_1 96, sky130_fd_sc_hd__a21oi_1 502, sky130_fd_sc_hd__clkbuf_1 641, sky130_fd_sc_hd__buf_1 182, sky130_fd_sc_hd__nand2_1 527, sky130_fd_sc_hd__a31oi_1 40
sky130_fd_sc_hd__nor3_1 31, sky130_fd_sc_hd__and3_1 57, sky130_fd_sc_hd__o22ai_1 172, sky130_fd_sc_hd__nand4_1 39, sky130_fd_sc_hd__dfxtp_1 127, sky130_fd_sc_hd__mux2i_1 568
sky130_fd_sc_hd__xor2_1 32, sky130_fd_sc_hd__and2_1 83, sky130_fd_sc_hd__buf_2 208, sky130_fd_sc_hd__a211oi_1 27, sky130_fd_sc_hd__nor4_1 36, sky130_fd_sc_hd__a221oi_1 47
sky130_fd_sc_hd__a22o_1 73, sky130_fd_sc_hd__o21ai_0 157, sky130_fd_sc_hd__buf_4 142, sky130_fd_sc_hd__or3_1 52, sky130_fd_sc_hd__o211ai_1 39, sky130_fd_sc_hd__mux2_2 62
sky130_fd_sc_hd__dlxtn_1 107, sky130_fd_sc_hd__mux4_2 3226, sky130_fd_sc_hd__a22oi_1 170, sky130_fd_sc_hd__o31ai_1 32, sky130_fd_sc_hd__edfxtp_1 9760, sky130_fd_sc_hd__buf_6 43
sky130_fd_sc_hd__nor2_1 942
-- registers in the layout, summed over array words and instances, names as in the netlist, 23 cells and up --
| name | cells |
|---|---|
| CACHE.dout | 32 |
| CACHE.inner_data | 8192 |
| CACHE.inner_dirty | 64 |
| CACHE.inner_recent | 32 |
| CACHE.inner_tag | 1472 |
| CACHE.inner_valid | 64 |
| CACHE.tag | 23 |
| cache_addr | 32 |
| cache_din | 32 |
| mem_addr_o | 30 |
-- power by group --
group	switching [mW]	leakage (nW)	internal, mW
logic	0.0241	36.5	0.0146
clock network	8.48	71.2	9.62
registers	0.000231	90.3	14.5
total	8.50	198	24.1
-- stage by stage --
stage / setup WS, ns / instance area, um^2 / utilization (%) / hold WS, ns / std cells
2_1_floorplan: 8.91 / 400000 / - / 0.432 / 18500
3_3_place_gp: 8.52 / 426000 / 42.7 / 0.455 / 32000
3_5_place_dp: 8.51 / 426000 / 42.7 / 0.455 / 32000
4_1_cts: 7.32 / 500000 / 50.1 / 0.468 / 43800
5_1_grt: 7.29 / 501000 / 50.2 / 0.488 / 44200
6_report: 7.37 / 501000 / 50.2 / 0.469 / 44300
-- cell type report --
cell class	instances	area (um^2)
Multi-Input combinational cell	7281	100000
Clock inverter	10700	45800
Clock buffer	1145	28700
Sequential cell	9994	297000
Tap cell	13300	16600
Fill cell	78300	497000
Inverter	28	139
Antenna cell	504	1260
Timing Repair Buffer	1402	11200
-- worst paths after layout --
check                              start                        end  slack [ns]  cells after the start
setup / recovery          CACHE.dout[17]             mem_data_o[17]        7.37                      1
hold / removal    CACHE.inner_recent[60]     CACHE.inner_recent[60]        0.47                      1
setup reg to reg  CACHE.inner_tag[16][2]  CACHE.inner_data[222][17]       20.92                     22
hold reg to reg   CACHE.inner_recent[60]     CACHE.inner_recent[60]        0.47                      1
-- kinds of logic after synthesis --
| logic type | count (synthesis) | share of synthesized area [%] |
|---|---|---|
| AOI/OAI and AO/OA | 1432 | 2.31 |
| xor gates and xnor gates | 50 | 0.109 |
| adders and majority gates | 9 | 0.0275 |
| buffers and inverters | 1245 | 1.45 |
| DFF | 9887 | 73.9 |
| latches | 107 | 0.402 |
| muxes | 3858 | 19.8 |
| other | 1 | 0.000937 |
| and+or+nand+nor | 1930 | 2.09 |
-- routing by layer --
metal | global-route usage (%) | vias up | routed length [um]
li1 | - | 102000 | -
met1 | 29.7 | 119000 | 393000
met2 | 41.3 | 19700 | 644000
met3 | 33.1 | 3557 | 319000
met4 | 21.5 | 242 | 106000
met5 | 11.6 | - | 13200
No activity file was given, so power comes from the tool's default toggle rates.
